### flow/constraint.sdc
current_design Memory

set clk_period 8.5
set clk_io_pct 0.2

create_clock -name clk0 -period $clk_period [get_ports {clk}]

set non_clock_inputs [all_inputs -no_clocks]
set_input_delay [expr $clk_period * $clk_io_pct] -clock clk0 $non_clock_inputs
set_output_delay [expr $clk_period * $clk_io_pct] -clock clk0 [all_outputs]
### flow/config.mk
export PLATFORM = sky130hd
export DESIGN_NAME = Memory
export DESIGN_NICKNAME = Memory
export VERILOG_FILES = /design/flow/design.v
export SDC_FILE = /design/flow/constraint.sdc
export NUM_CORES = 4
export LEC_CHECK = 1
export CORE_UTILIZATION = 40
### flow/design.v
module DATA_MEMORY
    #(parameter DATA_WIDTH, parameter DATA_CAPACITY = 16)
    (
        clk,
        reset,
        i_Memory_Write_Enable,
        i_Memory_Address,
        i_Memory_Write_Data,
        i_Memory_to_Port3_Write_Enable,
        o_Output,
        o_Data_Bus
    );
    input  logic clk;
    input  logic reset;
    input  logic i_Memory_Write_Enable;
    input  logic [DATA_WIDTH - 1:0] i_Memory_Address;
    input  logic [DATA_WIDTH - 1:0] i_Memory_Write_Data;
    input  logic i_Memory_to_Port3_Write_Enable;
    output logic [DATA_WIDTH - 1:0] o_Output;
    output logic [(DATA_WIDTH * DATA_CAPACITY) - 1:0] o_Data_Bus;
    logic [DATA_WIDTH - 1:0] m_Memory_Read_Data;
    assign o_Output = i_Memory_to_Port3_Write_Enable ? m_Memory_Read_Data : i_Memory_Address;
    Memory #(.DATA_WIDTH(DATA_WIDTH), .DATA_CAPACITY(DATA_CAPACITY)) memory (
        .clk(clk),
        .reset(reset),
        .i_Memory_Write_Enable(i_Memory_Write_Enable),
        .i_Memory_Address(i_Memory_Address),
        .i_Memory_Write_Data(i_Memory_Write_Data),
        .o_Memory_Read_Data(m_Memory_Read_Data),
        .o_Data_Bus(o_Data_Bus)
    );
endmodule
module Memory
    #(parameter DATA_WIDTH = 32, parameter DATA_CAPACITY = 16)
    (
        clk,
        reset,
        i_Memory_Write_Enable,
        i_Memory_Address,
        i_Memory_Write_Data,
        o_Memory_Read_Data,
        o_Data_Bus
    );
    input  logic clk;
    input  logic reset;
    input  logic i_Memory_Write_Enable;
    input  logic [DATA_WIDTH - 1:0] i_Memory_Address;
    input  logic [DATA_WIDTH - 1:0] i_Memory_Write_Data;
    output logic [DATA_WIDTH - 1:0] o_Memory_Read_Data;
    output logic [(DATA_WIDTH * DATA_CAPACITY) - 1:0] o_Data_Bus;
    logic [DATA_WIDTH - 1:0] memory [0:DATA_CAPACITY - 1];
    assign o_Memory_Read_Data = memory[i_Memory_Address];
    integer o;
    always @(*) begin
        for (o = 0; o < DATA_CAPACITY; o = o + 1) begin
            o_Data_Bus[o*DATA_WIDTH + DATA_WIDTH - 1 : o*DATA_WIDTH] <= memory[o];
        end
    end
    integer i = 0;
    always_ff @(posedge clk, posedge reset) begin
        if (reset)
            for (i = 0; i < DATA_CAPACITY; i++)
                memory[i] <= DATA_WIDTH'b0;
        else if (i_Memory_Write_Enable)
            memory[i_Memory_Address] <= i_Memory_Write_Data;
    end
endmodule
### flow/run.sh
#!/bin/bash
# OpenROAD 26Q1-2900-gdf79404cd8, Yosys 0.63+post, stock flow scripts
make -C /OpenROAD-flow-scripts/flow DESIGN_CONFIG=/design/flow/config.mk WORK_HOME=/design/flow/orfs finish
==> run summary <==
impl run done, here's what came out: status finished, final reports clean, IO Port Bufs between 500 and 600, Reg2Reg Setup Slack 7.67 ns, CTS Buf Count 56, Max Clk Rate 0.150 GHz, Antenna Nets Post-Route 0, max-slew violations 0, pwr/cell area approximately 260 nW/um^2, Yosys warning count 2, routed len/inst 30.7 um, die area 59400 um^2, num ports 611, clock latency (worst-skew pair) ~0.59 ns, Synthesized registers 512, xor/xnor share 0, crit-path cells buf_4 -> buf_4 -> and3_2 -> buf_4 -> a22o_1 -> a221oi_1 -> a31oi_1 -> clkdlybuf4s50_1, top cells by count, synth dfrtp_1 (512), mux2_2 (497), buf_2 (79), nand2_1 (65), a221oi_1 (63), period utilization 0.784, area share, top type 0.548, top comb family, area multiplexers, Crit path top cell by count buf_4, hold path depth 1, Fill cells 4776, CP Buf/Inv Count 4, final core occ 0.550, First-pass DRT Iterations 5, die height 244 um, initial DRC count 1002, and+or+nand+nor area frac 0.0567, worst hold margin 0.512 ns, most flop-heavy register memory, first-pass GRT wire length between 100 and 150 mm, Vias 18010, Syn-to-layout area delta 35.8%, Reg2Reg Depth 1, nature of the critical path startpoint input pin, yosys cell count roughly 1800, final setup vio count 0, Log Warnings approximately 60, Netlist cell types 48, CTS tree built, Post-CTS Setup Inserts 0, mux frac, synth 0.272, GRT Total Usage 0.332, path category of the worst min-delay check register to register, Final Non-Filler Cells 3085, placed insts around 3000, layout cells sized above 1 0.292, Crit Path Category input pin to output port, slowest cell on the critical path and3_2, final count of hold timing violations 0, row count 88, pin count of the biggest net entering global routing 113, CTS Buffer Depth 3, count of library flops with an enable pin 0, count leader, synth dfrtp_1, post-cts gate resize count 0, starting density of the core 0.405, Clk pin slew, worst setup/hold paths 0.06 ns, Slew HR 0.428, area reported by Yosys stat 23400 um^2, Worst Tran Pin Value 0.856 ns, Avg Synthesized Cell Area 13.3 um^2, cells after synthesis approximately 1800, final setup TNS 0 ns, Post-Syn Area about 23000 um^2, Root Driver clkbuf_16, Lkg Pwr approximately 13 nW, post-DP HPWL 63.2 mm, largest registers memory x512, cell family with most CP delay buffers and inverters, AND-OR/OR-AND share of the synthesized area 0.0888, WP data required 6.80 ns, yosys adder share 0, GPL Wtd Cong 0.909, Final Routed Wirelength 94.8 mm, sequential element share of the synthesized area 0.548, Total Power 8.14 mW, Worst path depth 8, crit path DAT 4.97 ns, top area cells in the synthesized netlist dfrtp_1 (55%), mux2_2 (24%), mux2i_1 (2.4%), total grt overflow 0, Post-route DRC 0, Clock Sinks between 500 and 600, Worst Clk Skew 0 ns, vias per cell ~6, CP endpoint kind output port, Largest register FFs between 500 and 600, post-cts hold buffer count 0, max-cap viol count 0, Async SR Flop Fraction 1.00, Die X 244 um, Final min period 6.67 ns, RSZ-0062 raised after global routing no, Peak VDD IR 0.151 mV, core area 57700 um^2, H-Tree Depth 2, leading area contributor after synthesis dfrtp_1, Main synth FF type dfrtp_1, crit-path max FO 50, vias in the first global route ~18000, initial antenna violation count 1, CP max stage delay 0.62 ns
power breakdown:
group          internal (mW)  switching (mW)  total, mW
registers               3.01           0.480       3.49
clock network           1.40           0.993       2.39
logic                   1.54           0.715       2.26
total                   5.95            2.19       8.14
routing by layer:
| layer | part of all wire | global-route usage | up-vias |
|---|---|---|---|
| met3 | 0.087 | 0.103 | 177 |
| met4 | 0.043 | 0.117 | 2 |
| met1 | 0.40 | 0.460 | 9451 |
| met5 | 0.0016 | 0.0172 | - |
| met2 | 0.47 | 0.507 | 742 |
| li1 | - | - | 7638 |
final timing paths:
kind / start / to
max: i_Memory_Address[0] / o_Memory_Read_Data[24]
min: memory[9][24]$_DFFE_PP0P_ / memory[9][24]$_DFFE_PP0P_
max reg2reg: memory[3][18]$_DFFE_PP0P_ / memory[3][18]$_DFFE_PP0P_
min reg2reg: memory[9][24]$_DFFE_PP0P_ / memory[9][24]$_DFFE_PP0P_
max in group asynchronous: reset / memory[9][3]$_DFFE_PP0P_
min in group asynchronous: reset / memory[10][11]$_DFFE_PP0P_
layout by cell type, fill, tap and decap left out, types with 4 or more instances in the layout:
cell	instances
clkdlybuf4s50_1	578
dfrtp_1	512
mux2_2	497
a221oi_1	63
nand2_1	62
clkbuf_16	57
mux2i_1	56
a22o_1	52
nand3b_1	52
buf_4	52
a21oi_1	31
nor2_1	30
nand3_1	30
a31oi_1	29
o22ai_1	27
a32o_1	26
clkbuf_8	18
mux2_1	17
nor2_4	13
a22oi_1	12
clkbuf_1	10
nand2b_1	6
o32a_1	6
clkinv_2	6
nor2b_1	5
and3_1	5
nor3_1	5
nand2_2	4
and2_1	4
and3b_1	4
o221ai_1	4
final cells by class:
type / count / area, um^2 / area share
antenna: 1 / 2.50 / 0.0000788
clock buffer: 85 / 1710 / 0.0539
clock inverter: 8 / 68.8 / 0.00217
inverter: 5 / 22.5 / 0.000709
multi-input combinational: 1075 / 9930 / 0.313
sequential: 512 / 12800 / 0.404
tap: 765 / 957 / 0.0301
timing repair buffer: 634 / 6250 / 0.197
kinds of logic after synthesis:
group                  after synthesis
buffers and inverters              168
AOI/OAI and AO/OA                  264
and+or+nand+nor                    240
muxes                              571
DFF                                512
stage by stage:
step                setup slack [ns]  instance area [um^2]
finish                          1.83                 31800
global route                    1.80                 31800
CTS                             1.91                 31700
detailed placement              1.93                 30000
global placement                1.91                 30000
floorplan                     -0.152                 23400
Power figures rest on the tool's default switching activity, not on a simulated workload.
