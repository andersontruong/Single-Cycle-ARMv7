$ cat ./run.sh
#!/bin/bash
# OpenROAD 26Q1-2900-gdf79404cd8, Yosys 0.63+post, stock flow scripts
make -C /OpenROAD-flow-scripts/flow DESIGN_CONFIG=/design/flow/config.mk WORK_HOME=/design/flow/orfs finish
$ cat ./config.mk
export PLATFORM = sky130hd
export DESIGN_NAME = DECODE
export DESIGN_NICKNAME = DECODE
export VERILOG_FILES = /design/flow/design.v
export SDC_FILE = /design/flow/constraint.sdc
export NUM_CORES = 4
export LEC_CHECK = 1
export CORE_UTILIZATION = 30
$ cat ./constraint.sdc
current_design DECODE

set clk_period 6.1
set clk_io_pct 0.2

create_clock -name clk0 -period $clk_period [get_ports {clk}]

set non_clock_inputs [all_inputs -no_clocks]
set_input_delay [expr $clk_period * $clk_io_pct] -clock clk0 $non_clock_inputs
set_output_delay [expr $clk_period * $clk_io_pct] -clock clk0 [all_outputs]
$ cat ./design.v
module ALU_Decoder
    (
        clk,
        reset,
        i_OpCode,
        i_Set_Condition,
        i_CPSR,
        i_IfCondition,
        i_IfDP,
        o_ALU_OpCode,
        o_CPSR
    );
    input  logic clk;
    input  logic reset;
    input  logic [3:0] i_OpCode;
    input  logic i_Set_Condition;
    input logic [3:0] i_CPSR;
    input  logic i_IfCondition;
    input  logic i_IfDP;
    output logic [2:0] o_ALU_OpCode;
    output logic [3:0] o_CPSR;
    always_comb begin
        if (~i_IfDP)
            o_ALU_OpCode <= 3'b000;
        else
            case (i_OpCode)
            4'b0100:
                o_ALU_OpCode <= 3'b000;
            4'b0010:
                o_ALU_OpCode <= 3'b001;
            4'b0000:
                o_ALU_OpCode <= 3'b010;
            4'b1100:
                o_ALU_OpCode <= 3'b011;
            4'b0001:
                o_ALU_OpCode <= 3'b100;
            4'b1111:
                o_ALU_OpCode <= 3'b101;
            4'b1101:
                o_ALU_OpCode <= 3'b111;
            default:
                o_ALU_OpCode <= 3'b0;
            endcase
    end
    always_ff @(posedge clk) begin
        if (reset)
            o_CPSR <= 4'b0;
        else if (i_Set_Condition & i_IfCondition)
            o_CPSR <= i_CPSR;
    end
endmodule
module Check_Condition
    (
        i_Cond,
        i_CPSR,
        o_IfCondition
    );
    input  logic [3:0] i_Cond;
    input  logic [3:0] i_CPSR;
    output logic o_IfCondition;
    logic N, Z, C, V;
    assign { N, Z, C, V } = i_CPSR;
    always_comb begin
        case (i_Cond)
            4'b0000:
                o_IfCondition <= Z;
            4'b0001:
                o_IfCondition <= ~Z;
            4'b0010:
                o_IfCondition <= C;
            4'b0011:
                o_IfCondition <= ~C;
            4'b0100:
                o_IfCondition <= N;
            4'b0101:
                o_IfCondition <= ~N;
            4'b0110:
                o_IfCondition <= V;
            4'b0111:
                o_IfCondition <= ~V;
            4'b1000:
                o_IfCondition <= C & ~Z;
            4'b1001:
                o_IfCondition <= ~C | Z;
            4'b1010:
                o_IfCondition <= N & V;
            4'b1011:
                o_IfCondition <= N ^ V;
            4'b1100:
                o_IfCondition <= ~Z & (N & V);
            4'b1101:
                o_IfCondition <= Z | (N ^ V);
            4'b1110:
                o_IfCondition <= 1'b1;
            default:
                o_IfCondition <= 1'b0;
        endcase
    end
endmodule
module Control_Unit
    #(parameter DATA_WIDTH = 32)
    (
        clk,
        reset,
        i_Cond,
        i_Op,
        i_Funct,
        i_Rd,
        i_CPSR,
        o_PC_Src,
        o_Port3_Write_Enable,
        o_Memory_Write_Enable,
        o_Memory_to_Port3_Write_Enable,
        o_Port1_Read_Address_Src,
        o_Port2_Read_Address_Src,
        o_Immediate_Src,
        o_Operand2_Src,
        o_ALU_OpCode,
    );
    input  logic clk;
    input  logic reset;
    input  logic [3:0] i_Cond;
    input  logic [1:0] i_Op;
    input  logic [5:0] i_Funct;
    input  logic [3:0] i_Rd;
    input  logic [3:0] i_CPSR;
    output logic o_PC_Src;
    output logic o_Port3_Write_Enable;
    output logic o_Memory_Write_Enable;
    output logic o_Memory_to_Port3_Write_Enable;
    output logic o_Port1_Read_Address_Src;
    output logic o_Port2_Read_Address_Src;
    output logic [1:0] o_Immediate_Src;
    output logic o_Operand2_Src;
    output logic [2:0] o_ALU_OpCode;
    logic Immediate_Enable;
    logic [3:0] OpCode;
    logic Set_Condition;
    assign Immediate_Enable = i_Funct[5];
    assign OpCode = i_Funct[4:1];
    assign Set_Condition = i_Funct[0];
    logic IfBranch;
    logic Port3_Write_Enable;
    logic Memory_to_Port3_Write_Enable;
    logic IfDP;
    Main_Decoder md(
        .i_Op(i_Op),
        .i_Immediate_Enable(Immediate_Enable),
        .i_Set_Condition(Set_Condition),
        .o_Port3_Write_Enable(Port3_Write_Enable),
        .o_Memory_Write_Enable(o_Memory_Write_Enable),
        .o_Memory_to_Port3_Write_Enable(Memory_to_Port3_Write_Enable),
        .o_Operand2_Src(o_Operand2_Src),
        .o_Immediate_Src(o_Immediate_Src),
        .o_Port1_Read_Address_Src(o_Port1_Read_Address_Src),
        .o_Port2_Read_Address_Src(o_Port2_Read_Address_Src),
        .o_IfBranch(IfBranch),
        .o_IfDP(IfDP)
    );
    logic IfCondition;
    logic [3:0] CPSR;
    Check_Condition check(
        .i_Cond(i_Cond),
        .i_CPSR(CPSR),
        .o_IfCondition(IfCondition)
    );
    ALU_Decoder alu_decoder(
        .clk(clk),
        .reset(reset),
        .i_OpCode(OpCode),
        .i_Set_Condition(Set_Condition),
        .i_CPSR(i_CPSR),
        .i_IfCondition(IfCondition),
        .i_IfDP(IfDP),
        .o_ALU_OpCode(o_ALU_OpCode),
        .o_CPSR(CPSR)
    );
    assign o_PC_Src = IfCondition & (((i_Rd == 15) & Port3_Write_Enable) | IfBranch);
    assign o_Port3_Write_Enable = IfCondition & Port3_Write_Enable;
    assign o_Memory_to_Port3_Write_Enable = IfCondition & Memory_to_Port3_Write_Enable;
endmodule
module DECODE
    #(parameter DATA_WIDTH = 32)
    (
        clk,
        reset,
        i_Instruction,
        i_Port3_Write_Data,
        i_PC,
        i_CPSR,
        o_PC_Src,
        o_Operand1,
        o_Operand2,
        o_ALU_OpCode,
        o_Memory_Write_Enable,
        o_Memory_Write_Data,
        o_Memory_to_Port3_Write_Enable,
        o_Register_Bus
    );
    input  logic clk;
    input  logic reset;
    input  logic [31:0] i_Instruction;
    input  logic [31:0] i_Port3_Write_Data;
    input  logic [31:0] i_PC;
    input  logic [3:0] i_CPSR;
    output logic o_PC_Src;
    output logic [31:0] o_Operand1;
    output logic [31:0] o_Operand2;
    output logic [2:0] o_ALU_OpCode;
    output logic o_Memory_Write_Enable;
    output logic [31:0] o_Memory_Write_Data;
    output logic o_Memory_to_Port3_Write_Enable;
    output logic [(DATA_WIDTH * 16) - 1:0] o_Register_Bus;
    logic [3:0] Cond;
    logic [1:0] Op;
    logic [5:0] Funct;
    logic [3:0] Rn;
    logic [3:0] Rd;
    logic [3:0] Rm;
    logic [23:0] Immediate_24;
    assign Cond = i_Instruction[31:28];
    assign Op = i_Instruction[27:26];
    assign Funct = i_Instruction[25:20];
    assign Rn = i_Instruction[19:16];
    assign Rd = i_Instruction[15:12];
    assign Rm = i_Instruction[3:0];
    assign Immediate_24 = i_Instruction[23:0];
    logic Port3_Write_Enable;
    logic Port1_Read_Address_Src;
    logic Port2_Read_Address_Src;
    logic [1:0] Immediate_Src;
    logic Operand2_Src;
    logic [31:0] Immediate_32;
    logic [3:0] Port1_Read_Address;
    logic [3:0] Port2_Read_Address;
    assign Port1_Read_Address = Port1_Read_Address_Src ? 15 : Rn;
    assign Port2_Read_Address = Port2_Read_Address_Src ? Rd : Rm;
    logic [DATA_WIDTH - 1:0] PC_Plus4;
    assign PC_Plus4 = i_PC + 4;
    logic [DATA_WIDTH - 1:0] Operand2;
    assign o_Operand2 = Operand2_Src ? Immediate_32 : Operand2;
    assign o_Memory_Write_Data = Operand2;
    Control_Unit #(.DATA_WIDTH(DATA_WIDTH)) control_unit (
        .clk(clk),
        .reset(reset),
        .i_Cond(Cond),
        .i_Op(Op),
        .i_Funct(Funct),
        .i_Rd(Rd),
        .i_CPSR(i_CPSR),
        .o_PC_Src(o_PC_Src),
        .o_Port3_Write_Enable(Port3_Write_Enable),
        .o_Memory_Write_Enable(o_Memory_Write_Enable),
        .o_Memory_to_Port3_Write_Enable(o_Memory_to_Port3_Write_Enable),
        .o_Port1_Read_Address_Src(Port1_Read_Address_Src),
        .o_Port2_Read_Address_Src(Port2_Read_Address_Src),
        .o_Immediate_Src(Immediate_Src),
        .o_Operand2_Src(Operand2_Src),
        .o_ALU_OpCode(o_ALU_OpCode)
    );
    Immediate_Select imm_select(
        .i_Immediate_24(Immediate_24),
        .i_Immediate_Src(Immediate_Src),
        .o_Immediate_32(Immediate_32)
    );
    Register_File #(.DATA_WIDTH(DATA_WIDTH)) register_file (
        .clk(clk),
        .reset(reset),
        .i_Port1_Read_Address(Port1_Read_Address),
        .i_Port2_Read_Address(Port2_Read_Address),
        .i_Port3_Write_Enable(Port3_Write_Enable),
        .i_Port3_Write_Address(Rd),
        .i_Port3_Write_Data(i_Port3_Write_Data),
        .i_PC(PC_Plus4),
        .o_Port1_Read_Data(o_Operand1),
        .o_Port2_Read_Data(Operand2),
        .o_Register_Bus(o_Register_Bus)
    );
endmodule
module Immediate_Select
    (
        i_Immediate_24,
        i_Immediate_Src,
        o_Immediate_32
    );
    input  logic [23:0] i_Immediate_24;
    input  logic [1:0] i_Immediate_Src;
    output logic [31:0] o_Immediate_32;
    always_comb begin
        case (i_Immediate_Src)
            2'b00:
                o_Immediate_32 <= { 24'b0, i_Immediate_24[7:0] };
            2'b01:
                o_Immediate_32 <= { 20'b0, i_Immediate_24[11:0] };
            2'b10:
                o_Immediate_32 <= { 6'b0, i_Immediate_24[23:0], 2'b0 };
            default:
                o_Immediate_32 <= 32'b0;
        endcase
    end
endmodule
module Main_Decoder
    (
        i_Op,
        i_Immediate_Enable,
        i_Set_Condition,
        o_Port3_Write_Enable,
        o_Memory_Write_Enable,
        o_Memory_to_Port3_Write_Enable,
        o_Operand2_Src,
        o_Immediate_Src,
        o_Port1_Read_Address_Src,
        o_Port2_Read_Address_Src,
        o_IfBranch,
        o_IfDP
    );
    input  logic [1:0] i_Op;
    input  logic i_Immediate_Enable;
    input  logic i_Set_Condition;
    output logic o_Port3_Write_Enable;
    output logic o_Memory_Write_Enable;
    output logic o_Memory_to_Port3_Write_Enable;
    output logic o_Operand2_Src;
    output logic [1:0] o_Immediate_Src;
    output logic o_Port1_Read_Address_Src;
    output logic o_Port2_Read_Address_Src;
    output logic o_IfBranch;
    output logic o_IfDP;
    assign o_Port3_Write_Enable = &~i_Op | (~i_Op[1] & i_Op[0] & i_Set_Condition);
    assign o_Memory_Write_Enable = ~i_Op[1] & i_Op[0] & ~i_Set_Condition;  
    assign o_Memory_to_Port3_Write_Enable = ~i_Op[1] & i_Op[0] & i_Set_Condition;  
    assign o_Operand2_Src = |{ i_Op, i_Immediate_Enable, i_Set_Condition };  
    assign o_Immediate_Src = i_Op;
    assign o_Port1_Read_Address_Src = i_Op[1];
    assign o_Port2_Read_Address_Src = i_Op[0];
    assign o_IfBranch = i_Op[1] & ~i_Op[0];
    assign o_IfDP = &~i_Op;
endmodule
module Register_File
    #(parameter DATA_WIDTH = 32)
    (  
        clk,
        reset,
        i_Port1_Read_Address,
        i_Port2_Read_Address,
        i_Port3_Write_Enable,
        i_Port3_Write_Address,
        i_Port3_Write_Data,
        i_PC,
        o_Port1_Read_Data,
        o_Port2_Read_Data,
        o_Register_Bus
    );
    input  logic clk;
    input  logic reset;
    input  logic [3:0] i_Port1_Read_Address;
    input  logic [3:0] i_Port2_Read_Address;
    input  logic i_Port3_Write_Enable;
    input  logic [3:0]i_Port3_Write_Address;
    input  logic [DATA_WIDTH - 1:0] i_Port3_Write_Data;
    input  logic [DATA_WIDTH - 1:0] i_PC;
    output logic [DATA_WIDTH - 1:0] o_Port1_Read_Data;
    output logic [DATA_WIDTH - 1:0] o_Port2_Read_Data;
    output logic [(DATA_WIDTH * 16) - 1:0] o_Register_Bus;
    logic [DATA_WIDTH - 1:0] memory [0:14];
    integer j;
    always_comb begin
        for (j = 0; j < 15; j = j + 1) o_Register_Bus[32*j + 31 : 32*j] <= memory[j]; 
        o_Register_Bus[32*15 + 31 : 32*15] <= i_PC;
    end
    assign o_Port1_Read_Data = i_Port1_Read_Address == 15 ? i_PC : memory[i_Port1_Read_Address];
    assign o_Port2_Read_Data = i_Port2_Read_Address == 15 ? i_PC : memory[i_Port2_Read_Address];
    integer i = 0;
    always_ff @(posedge clk, posedge reset) begin
        if (reset) begin
            for (i = 0; i < 15; i = i + 1)
                memory[i] = 32'b0;
        end
        else if (i_Port3_Write_Enable) begin
            memory[i_Port3_Write_Address] = i_Port3_Write_Data;
        end
    end
endmodule
==> out/notes.md <==
### Status
* **run status** complete, but fails checks
* **violated checks** setup timing

### Yosys
* **most common flop cell mapped by yosys** sky130_fd_sc_hd__dfrtp_1
* **top cells by count** sky130_fd_sc_hd__dfrtp_1, sky130_fd_sc_hd__a22oi_1, sky130_fd_sc_hd__mux2_4
* **most frequently used cell type in the post-synthesis netlist** sky130_fd_sc_hd__dfrtp_1
* **Yosys reg bits** 484
* **fraction of synthesized cell area taken by the top area cell type** 42.9%
* **Post-Synthesis Cell Area** 28000 sq um
* **Synth async-reset ratio** 99.2%
* **syn avg cell area** 11.3 sq um
* **Ys Warns** 5
* **Yosys cell types** 81
* **cell count listed in synth_stat.txt** 2474
* **total cell area reported by yosys after synthesis** 28000 sq um
* **dominant cell type by area after synthesis** sky130_fd_sc_hd__dfrtp_1
* **Post-synth EDFFs** 0
* **sequential area share after synthesis** 43.2%
* **instance tally after logic synthesis** 2474
* **Area contributors post-synth** sky130_fd_sc_hd__dfrtp_1, sky130_fd_sc_hd__mux2_4, sky130_fd_sc_hd__a22oi_1

### Timing
* **slew margin rel.** 36.8%
* **final worst-path setup slack** -13.2 ps
* **count of final max-slew check failures** 0
* **count of endpoints failing setup in the final report** 1
* **final tally of hold violations** 0
* **Slew @ Worst Pin** 942 ps
* **RSZ-0062 raised after global routing** false
* **highest achievable clock rate** 164 MHz
* **fin crit share** 100%
* **Final Skew** 22.8 ps
* **minimum clock period** 6110 ps

### Worst setup path
* **startpoint-to-endpoint class of the critical path** in -> out
* **arrival time of the worst setup path** 4890 ps
* **crit path capture type** primary output
* **data required time of the worst path** 4880 ps
* **Max FO, Critical Path** 19
* **type of origin of the critical path** input port

### Cells and area
* **layout cells sized above 1** 23.8%
* **area added between synthesis and finish** 42.8%
* **Layout Utilization** 43.4%

### Flow run
* **Tool Warnings** 32
* **max-capacitance violation count** 0

### Clock tree
* **Clk pin slew, worst setup/hold paths** 60 ps
* **number of H-tree levels** 2
* **number of hold buffers added after CTS** 0
* **clock sink count** 484
* **clk ins delay skew pair** 630 ps
* **Clock Tree Root** sky130_fd_sc_hd__clkbuf_16
* **cts bufs inserted** 55
* **clock tree from TritonCTS** yes
* **Post-CTS Setup Inserts** 0
* **largest buffer count on any clock path** 3

### Floorplanning
* **area enclosed by the die boundary** 94500 sq um
* **core area** 92100 sq um
* **chip height** 307 um
* **std cell rows** 111
* **Top-Level Pins** 716
* **core utilization at floorplan** 30.4%
* **die width** 307 um

### Worst hold path
* **type of the most critical hold path** reg -> reg

### Drt
* **routed vias/inst** 6.28
* **total wire length after detailed routing** 182 mm
* **DRC violation count after routing** 0
* **post-detailed-route wirelength per cell** 39.9 um
* **router iterations before antenna repair** 10
* **violation tally from detailed-route iteration zero** 3495
* **remaining number of nets flagged by the antenna check after routing** 0
* **count of vias placed by the detailed router** 28636

### Global routing
* **GRT Residual Overflow** 0
* **pin count of the biggest net entering global routing** 124
* **global-route wire length before repair** 245 mm
* **number of global-route vias before repair** 28601
* **number of antenna violations at the first check in global routing** 10
* **overall global routing resource usage** 38.9%

### Power and ir drop
* **total leakage power** 17.0 nW
* **overall power** 11.2 mW
* **Worst IR Drop VDD** 255 uV
* **pwr/cell area** 281 nW/um^2

### Placed design
* **dpl hpwl** 136 mm
* **placer congestion estimate** 1.04
* **number of buffers added on ports** 715

==> area by class of cell <==
class,instances,area (sq um)
diodes,7,17.5
inverters,27,105
multi-input cells,1730,14800
clock inverters,23,348
repair buffers,969,9450
fillers,8690,52100
flip-flops and latches,484,12100
clock buffers,78,1560
well taps,1243,1560
==> sequential cells by signal, summed over array words and instances (netlist names) <==
| name | cells |
|---|---|
| register_file.memory | 480 |
| control_unit.alu_decoder.o_CPSR | 4 |
==> critical path: stages <==
cell,delay [ps]
sky130_fd_sc_hd__clkdlybuf4s50_1,450
sky130_fd_sc_hd__buf_12,170
sky130_fd_sc_hd__or3_1,550
sky130_fd_sc_hd__o22ai_4,650
sky130_fd_sc_hd__buf_4,330
sky130_fd_sc_hd__a221oi_1,70
sky130_fd_sc_hd__o21ai_0,90
sky130_fd_sc_hd__nor3_1,110
sky130_fd_sc_hd__o32ai_1,560
sky130_fd_sc_hd__buf_4,210
sky130_fd_sc_hd__clkdlybuf4s50_1,470
==> cells by family (layout without fill, tap and decap cells) <==
logic type,after synthesis,in the layout,share of synthesized area [%]
flip-flops,484,484,43.2
other,0,7,0
adder cells (fa/ha/maj),2,2,0.0894
XOR/XNOR,28,28,0.876
buffers and inverters,260,1097,4.57
AND-OR/OR-AND,667,667,17.9
AND/OR/NAND/NOR,527,527,10.5
multiplexers,506,506,22.8
==> power breakdown <==
part | internal, mW | switching (mW)
Clock | 2.12 | 1.43
Sequential | 3.75 | 1.08
Combinational | 1.82 | 1.05
Total | 7.69 | 3.56
==> worst paths after layout <==
check / startpoint / to / slack [ps] / cells after the start
max in group asynchronous: reset / register_file.memory[9][11] / 3350 / 4
min: control_unit.alu_decoder.o_CPSR[1] / control_unit.alu_decoder.o_CPSR[1] / 520 / 2
min reg2reg: control_unit.alu_decoder.o_CPSR[1] / control_unit.alu_decoder.o_CPSR[1] / 520 / 2
max reg2reg: control_unit.alu_decoder.o_CPSR[2] / register_file.memory[12][4] / 3010 / 8
min in group asynchronous: reset / register_file.memory[14][3] / 1270 / 2
max: i_Instruction[2] / o_Operand2[26] / -10 / 11
==> timing repair <==
item	CTS	global route
hold endpoints to repair	0	0
gates resized	6	3
endpoints found under the setup margin	3	3
==> per-stage QoR <==
stage	setup TNS, ps	area (sq um)	hold WS, ps	worst slack (ps)	cells
floorplan	-779870	28000	466	-1620	2474
global placement	-833	38000	507	-304	4453
detailed placement	-858	38000	512	-309	4453
CTS	0	39900	526	3.43	4554
global route	0	40000	581	3.00	4556
finish	-13.2	40000	520	-13.2	4561
==> layer usage <==
layer	track usage (%)	wire, um
met5	0.0517	83
met4	18.6	11200
met3	15.2	22300
met2	57.3	80000
met1	50.6	68400
==> layout by cell type (no fill, tap or decap), drive strengths merged, types with 9 or more instances in the layout <==
cell,netlist,routed
xor2,11,11
xnor2,17,17
o211ai,9,9
nand2,84,84
a221oi,31,31
o22ai,56,56
nor4,11,11
nor2b,10,10
and3b,10,10
and2,18,18
a21oi,51,51
buf,85,255
inv,27,28
o21ai,55,55
nand2b,16,16
nand3,77,77
nor2,90,90
clkbuf,148,78
clkinv,0,9
and3,57,57
a32oi,14,14
nand4,68,68
a222oi,45,45
mux2,488,488
mux2i,18,18
nor3,42,42
a22oi,301,301
a22o,21,21
or2,10,10
dfrtp,480,480
a2111oi,17,17
clkdlybuf4s50,0,714
Power and IR drop assume default switching activity.
