File: design.v
module FETCH
    #(parameter DATA_WIDTH = 32)
    (
        clk,
        reset,
        i_PC_Src,
        i_Branch_Address,
        o_PC,
        o_Instruction
    );
    input  clk;
    input  reset;
    input  i_PC_Src;
    input  [DATA_WIDTH - 1:0] i_Branch_Address;
    output [DATA_WIDTH - 1:0] o_PC;
    output [DATA_WIDTH - 1:0] o_Instruction;
    logic [DATA_WIDTH - 1:0] PC_write;
    logic [DATA_WIDTH - 1:0] PC_read;
    logic [DATA_WIDTH - 1:0] PC_Plus4;
    assign PC_Plus4 = PC_read + 4;
    assign PC_write = i_PC_Src ? i_Branch_Address : PC_Plus4;
    assign o_PC = PC_Plus4;
    PC #(.DATA_WIDTH(DATA_WIDTH)) pc (.clk(clk), .reset(reset), .i_PC_write(PC_write), .o_PC_read(PC_read));
    Instruction_Memory #(.DATA_WIDTH(DATA_WIDTH)) im(.reset(reset), .i_Instruction_Address(PC_read), .o_Instruction(o_Instruction));
endmodule
module PC
    #(parameter DATA_WIDTH = 32)
    (
        clk,
        reset,
        i_PC_write,
        o_PC_read
    );
    input  logic clk;
    input  logic reset;
    input  logic [DATA_WIDTH - 1:0] i_PC_write;
    output logic [DATA_WIDTH - 1:0] o_PC_read;
    always_ff @(posedge clk, posedge reset) begin
        if (reset)
            o_PC_read <= 32'b0;
        else
            o_PC_read <= i_PC_write;
    end
endmodule
module Instruction_Memory
    #(parameter DATA_WIDTH = 32, parameter NUM_INSTRUCTIONS = 5)
    (
        reset,
        i_Instruction_Address,
        o_Instruction
    );
    input  logic reset;
    input  logic [DATA_WIDTH - 1:0] i_Instruction_Address;
    output logic [DATA_WIDTH - 1:0] o_Instruction;
    logic [7:0] memory [0:NUM_INSTRUCTIONS * 4];
    always @(*) begin
        if (reset) begin
            o_Instruction <= 32'b0;
            { memory[0], memory[1], memory[2], memory[3] }     <= 32'b1110_00_111010_0000_0000_0000_00000001;  
            { memory[4], memory[5], memory[6], memory[7] }     <= 32'b1110_00_111010_0000_0001_0000_00000000;  
            { memory[8], memory[9], memory[10], memory[11] }   <= 32'b1110_01_000000_0001_0000_0000_00000000;  
            { memory[12], memory[13], memory[14], memory[15] } <= 32'b1110_01_000001_0001_0001_0000_00000000;  
        end
        else begin
            if (i_Instruction_Address >> 2 > NUM_INSTRUCTIONS)
                o_Instruction <= 32'bx;
            else
                o_Instruction <= {memory[i_Instruction_Address], memory[i_Instruction_Address + 1], memory[i_Instruction_Address + 2], memory[i_Instruction_Address + 3]};
        end
    end
endmodule
File: run.sh
#!/bin/bash
# OpenROAD 26Q1-2900-gdf79404cd8, Yosys 0.63+post, stock flow scripts
make -C /OpenROAD-flow-scripts/flow DESIGN_CONFIG=/design/flow/config.mk WORK_HOME=/design/flow/orfs finish
File: config.mk
export PLATFORM = sky130hd
export DESIGN_NAME = FETCH
export DESIGN_NICKNAME = FETCH
export VERILOG_FILES = /design/flow/design.v
export SDC_FILE = /design/flow/constraint.sdc
export NUM_CORES = 4
export LEC_CHECK = 1
export CORE_UTILIZATION = 40
File: constraint.sdc
current_design FETCH

set clk_period 8.1
set clk_io_pct 0.2

create_clock -name clk0 -period $clk_period [get_ports {clk}]

set non_clock_inputs [all_inputs -no_clocks]
set_input_delay [expr $clk_period * $clk_io_pct] -clock clk0 $non_clock_inputs
set_output_delay [expr $clk_period * $clk_io_pct] -clock clk0 [all_outputs]
==> results.txt <==
Results of the full flow below.

CTS:
- Buffers inserted to repair hold after CTS numbered 0.
- The run gives the H-tree level count as 2.
- In this run the clock root is driven by a sky130_fd_sc_hd__clkbuf_8.
- TritonCTS built the clock tree.
- The run puts the sink count of the clock tree at 32.
- The run gives the clock latency of the later-clocked register in the worst-skew pair as 280 ps.
- The run puts the number of clock buffers inserted by TritonCTS at 5.
- The clock passes through at most 2 buffers.
- The run gives the buffers inserted during post-CTS setup optimization as 0.
- The run puts the post-cts gate resize count at 0.
- The run gives the clock transition at the registers of the reported paths as 70 ps.

Final timing:
- Per the final timing report, the hold violations number 0.
- Setup repair after global routing left no endpoint under its margin.
- The run puts the slew at the pin closest to its max-slew limit at 698 ps.
- The run puts the maximum clock skew at final layout at 7.35 ps.
- For reference, the final report shows the max-slew violation count at 0.
- The run gives the number of endpoints failing setup at the final stage as 0.
- The run gives the summed negative setup slack over all endpoints as 0 ps.
- The run puts the worst setup margin at 2220 ps.
- The run puts the headroom to the max-slew limit at 53.4%.
- The final critical path takes up 72.6% of the cycle.
- The run puts the final period demand of the worst path at 5880 ps.
- The run puts the highest clock frequency the design can meet at 170 MHz.

Synth:
- The run gives the synthesized area as 2660 sq um.
- During synthesis, Yosys emitted a total of 43 warnings.
- The run gives the primary flip-flop cell chosen by synthesis mapping as sky130_fd_sc_hd__dfrtp_1.
- The run gives the fraction of registers with async set/reset as 100%.
- Sequential elements use 30.1% of the synthesized area.
- The run puts the mean area per synthesized cell at 8.28 sq um.
- The number of cells reported by Yosys stat comes to 321.
- In this run, synthesis inferred 0 flip-flops with an integrated enable.
- The run gives the instance tally after logic synthesis as 321.
- The run puts the number of distinct library cells after synthesis at 57.
- Counting flops and latches in the post-synthesis netlist gives 32.
- The chip area line in the Yosys stat output reads 2660 sq um.

Routing:
- The run gives the residual DRC count as 0.
- The number of antenna diodes in the final layout is 0.
- Per the log, the first TritonRoute iteration ended with a DRC count of 128.
- The run gives the via count as 2645.
- The run puts the routed length per placed instance at 15.1 microns.
- The run gives the average via count per standard cell as 5.52.
- In this run the remaining antenna-violating nets after routing total 0.
- The run gives the post-detailed-routing wire length as 7250 microns.
- The run gives the first-pass detailed-route iteration total as 4.

Global routing:
- The run puts the global-route usage over all layers at 21.7%.
- The run gives the aggregate global routing overflow as 0.
- The run puts the number of global-route vias before repair at 2466.
- The run gives the global-route wire length before repair as 12200 microns.
- Entering global routing, the biggest net connects 32 pins.
- The initial antenna violation count is 0.

Critical path:
- The run gives the startpoint class of the critical path as an input pin.
- The run puts the worst reg2reg path depth at 5.
- The OpenROAD report gives the critical path a data arrival time of 4260 ps.
- The run gives the worst path required time as 6480 ps.
- The worst setup path is of the in2out kind.
- The worst setup path is captured at a primary output.
- STA lists the maximum fanout along the critical path as 20.

Flow run:
- The run gives the number of OpenROAD warnings as 30.
- The run gives the count of max-cap constraint violations as 0.

Placed design:
- Per the placement log, port buffering inserted 94 buffers.
- Routability-driven placement finished with a final weighted congestion of 0.899.
- Before CTS, the worst setup slack after placement is 2180 ps.
- The run puts the sum of net half-perimeters after detailed placement at 5490 microns.

Layout:
- The run gives the register bank with the most flops as pc.o_PC_read.
- The run puts the relative area change from synthesis to final layout at 39.8%.
- The run gives the fraction of final layout cells with drive strength greater than 1 as 7.46%.
- The largest registers in the layout are pc.o_PC_read x32.
- The run puts the number of fill cells in the layout at 589.
- The run gives the most frequent logic cell in the layout as sky130_fd_sc_hd__clkdlybuf4s50_1.
- The run puts the number of flip-flops in the largest register at 32.
- The post-route utilization of the core is recorded as 58.2%.
- The most common logic cells in the final layout are 94 x sky130_fd_sc_hd__clkdlybuf4s50_1, 39 x sky130_fd_sc_hd__nand2_1, 32 x sky130_fd_sc_hd__dfrtp_1.

Min path:
- The path class of the tightest hold or removal check is reg2reg.
- The run puts the number of cells traversed by the worst hold path at 2.

Pwr:
- The run gives the peak ir drop on the vdd network as 0.106 mV.
- For this design the static power due to leakage is 1.40 nW.
- The run puts the total power divided by cell area at 161 nW/um^2.

Floorplanning:
- The run gives the row count as 29.
- The run gives the die footprint as 6970 sq um.
- The run puts the core area at 6390 sq um.
- Measured along the x axis, the die boundary spans 83.5 microns.
- The run puts the effective utilization at floorplan at 41.6%.
- The floorplan report gives the top-level pin count as 99.
- Per the OpenROAD floorplan log, the height of the die is 83.5 microns.

Outcome:
- The flow ran to the end, and the final reports show no timing, DRC or antenna violations.
-- metal layers --
metal | global-route usage [%] | part of all wire, %
met5 | 0 | 0
met4 | 2.16 | 1.0
met3 | 2.41 | 4.6
met2 | 31.7 | 44
met1 | 36.9 | 51
-- worst max-delay path, cell delays in order --
cell	delay, ps
sky130_fd_sc_hd__clkdlybuf4s50_1	750
sky130_fd_sc_hd__inv_1	670
sky130_fd_sc_hd__buf_4	380
sky130_fd_sc_hd__and4_1	230
sky130_fd_sc_hd__o21bai_1	110
sky130_fd_sc_hd__clkdlybuf4s50_1	480
-- layout make-up --
| type | count | area [sq um] | share of cell area, % |
|---|---|---|---|
| multi-input cells | 251 | 1670 | 44.9 |
| repair buffers | 99 | 978 | 26.3 |
| flip-flops and latches | 32 | 801 | 21.6 |
| clock buffers | 7 | 96.3 | 2.59 |
| well taps | 77 | 96.3 | 2.59 |
| inverters | 12 | 45.0 | 1.21 |
| clock inverters | 1 | 30.0 | 0.808 |
-- cells in the mapped netlist, drive strengths merged (2+ instances only) --
cell / instances / area [sq um]
or3: 4 / 25.0
or2: 3 / 18.8
and2: 2 / 12.5
buf: 12 / 90.1
nor4b: 4 / 35.0
nand4: 11 / 83.8
nor2b: 10 / 62.6
o2111ai: 2 / 17.5
or3b: 2 / 17.5
a21oi: 7 / 35.0
or4: 8 / 67.6
nor2: 22 / 82.6
ha: 7 / 87.6
clkbuf: 17 / 63.8
dfrtp: 32 / 801
a221o: 7 / 70.1
a2111oi: 2 / 17.5
nand3: 12 / 60.1
o31ai: 3 / 22.5
and3: 4 / 25.0
a31oi: 14 / 87.6
o21ai: 12 / 60.1
nor3: 3 / 15.0
nand2: 39 / 146
inv: 11 / 41.3
nand3b: 2 / 15.0
xor2: 3 / 26.3
nor4: 9 / 56.3
and4: 5 / 43.8
xnor2: 20 / 175
mux2: 11 / 124
-- through the flow --
step	instance area, sq um	hold WS (ps)	total power [mW]	instances
after global placement	3590	576	0.438	471
after global routing	3710	616	0.640	479
after floorplan	2670	544	0.317	324
after detailed placement	3590	571	0.436	471
after CTS	3710	585	0.606	479
final	3710	582	0.599	479
-- where the power goes --
group	switching, mW	leakage (nW)	internal (mW)
logic	0.0859	0.961	0.137
clock network	0.0563	0.0645	0.108
registers	0.0346	0.373	0.177
-- final timing paths --
path	from	endpoint	slack, ps
min reg2reg	pc.o_PC_read[31]	pc.o_PC_read[31]	580
max in group asynchronous	reset	pc.o_PC_read[4]	5120
max	reset	o_Instruction[6]	2220
min	pc.o_PC_read[31]	pc.o_PC_read[31]	580
min in group asynchronous	reset	pc.o_PC_read[31]	2280
max reg2reg	pc.o_PC_read[2]	pc.o_PC_read[22]	5400
-- kinds of logic after synthesis --
kind of cell,synth area share [%]
xor+xnor,7.58
other cells,0.141
simple gates,29.8
fa+ha+maj,3.30
compound gates,16.5
flops,30.1
mux,5.04
buf+inv,7.49
No activity file was given, so power comes from the tool's default toggle rates.
